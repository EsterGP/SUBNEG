<file path="design.v">
timeunit 1ns;
timeprecision 1ps;
module inc #(
    parameter int WIDTH = 8
) (
    input logic signed [WIDTH-1:0] in,
    output logic signed [WIDTH-1:0]out
);
    assign out = in + 1;
endmodule
</file>
<file path="run.sh">
#!/bin/bash
# OpenROAD 26Q1-2900-gdf79404cd8, Yosys 0.63+post, stock flow scripts
make -C /OpenROAD-flow-scripts/flow DESIGN_CONFIG=/design/flow/config.mk WORK_HOME=/design/flow/orfs finish
</file>
<file path="config.mk">
export PLATFORM = sky130hd
export DESIGN_NAME = inc
export DESIGN_NICKNAME = inc
export VERILOG_FILES = /design/flow/design.v
export SDC_FILE = /design/flow/constraint.sdc
export NUM_CORES = 4
export LEC_CHECK = 1
export CORE_AREA = 10 10 70 70
export DIE_AREA = 0 0 80 80
export SYNTH_HDL_FRONTEND = slang
</file>
<file path="constraint.sdc">
current_design inc

set clk_period 1.3
set clk_io_pct 0.2

create_clock -name clk0 -period $clk_period

set non_clock_inputs [all_inputs -no_clocks]
set_input_delay [expr $clk_period * $clk_io_pct] -clock clk0 $non_clock_inputs
set_output_delay [expr $clk_period * $clk_io_pct] -clock clk0 [all_outputs]
</file>
==> results_dict.tcl <==
# place-and-route summary
set metrics [dict create \
    outcome "finished clean" \
    path_class "primary input to primary output" \
    finalMaxSlewViolations 0 \
    period_used_share 0.9775 \
    grt_first_pass_wirelength_um 938 \
    track_usage 0.01801 \
    finalNonFillerCells 86 \
    antenna_cells 0 \
    synth.area.top_cells "xnor2_1 (23%), xor2_1 (23%), ha_1 (11%), nand3_1 (8.6%), nand3_2 (8.6%)" \
    critPathArrivalTime_ps 1010 \
    ys_seq_frac 0 \
    rows 21 \
    synth_top_cell_by_area "xnor2_1" \
    crit_fanout 3 \
    fillerInstances 394 \
    ir_drop_uv 28.83 \
    lay_top_cells "buf_4 (8), buf_2 (6), dlygate4sd2_1 (4)" \
    wire_per_inst_um 7.465 \
    hold_viol 0 \
    layout.cells.most_common "buf_4" \
    synthCells 16 \
    fin_area_sq_um 416.7 \
    antenna_found_initial 0 \
    powerDensity_nw_per_um2 241.0 \
    coreArea_sq_um 3416 \
    synthesis.area_sq_um 116.4 \
    die_w_um 80 \
    ys_area_sq_um 116.4 \
    port_buffers 16 \
    finalCriticalPeriod_ps 1271 \
    grt_max_degree 5 \
    slew_headroom 0.9144 \
    synthDistinctLibCells 10 \
    worstPathRequired_ps 1040 \
    place_area_sq_um 386.6 \
    hold_path_class "primary input to primary output" \
    cts_hold_buffers 0 \
    yosysWarnings 0 \
    grt_pass1_vias 205 \
    rsz0062_at_grt "true" \
    avgSynthCellArea_sq_um 7.273 \
    final-seq-area_sq_um 0 \
    setup_viol 0 \
    place_ws_ps -722.5 \
    startpoint_type "primary input" \
    worst_pin_slew_ps 127.9 \
    synth_top_area_share 0.2258 \
    fmax_ghz 0.7870 \
    first_pass_iters 3 \
    p_leak_nw 0.1835 \
    totalPowerFinal_w 0.0001004 \
    gr-total-overflow 0 \
    wl_um 642 \
    dp_hpwl_um 579.7 \
    drive_gt1_frac 0.7000 \
    crit_path_end_kind "primary output" \
    syn2layout_area_growth_pct 258.1 \
    fp.dieH_um 80 \
    place_inst 85 \
    timing.final.ws_setup_ps 29.28 \
    flops 0 \
    drtIter0Drc 2 \
    drt-vias-per-instance 2.233 \
    chipArea_sq_um 6400 \
    n_clock_buffer 0 \
    maxCapViolations 0 \
    drc 0 \
    routabilityCongestion 0.7337 \
    ys_cells 16 \
    tool_warnings 33 \
    initial_core_util 0.03407 \
    pin_count 16 \
    num_vias 192 \
    combGateArea_sq_um 171.4 \
    fin_util 0.1220 \
    detail-route-antenna-nets 0 \
]
## kinds of logic (layout without fill, tap and decap cells)
family,Yosys count,in the layout,synth area share
and+or+nand+nor,8,8,0.4086
buffers and inverters,1,25,0.03223
xor gates and xnor gates,6,6,0.4517
adders and majority gates,1,1,0.1075
## cells in the mapped netlist, drive strengths merged
cell / number
inv: 1
and3: 1
nand3: 3
nor2: 1
ha: 1
xor2: 3
nor3: 1
nand2: 2
xnor2: 3
## per-stage QoR
step | hold WS, ps | TNS (ps)
floorplan | 529.1 | 0
global placement | 1499 | -4871
detailed placement | 1488 | -4842
CTS | 986.9 | 0
global route | 912.5 | -13.72
finish | 886.5 | 0
## critical path, stage by stage
cell and delay [ps]:
buf_4 130, buf_4 120, inv_1 40, clkdlybuf4s50_1 460
## area by class of cell
class / count / share of cell area
timing repair buffer: 24 / 0.4414
multi-input combinational: 15 / 0.4114
tap: 46 / 0.1381
inverter: 1 / 0.009009
## timing repair
| action | in CTS | in global routing |
|---|---|---|
| setup buffers | 1 | 0 |
| pin swaps | 9 | 2 |
| gates resized | 46 | 9 |
| endpoints found under the setup margin | 8 | 3 |
| endpoints found under the hold margin | 0 | 0 |
## metal layers
metal  GRT usage  wire length, um
met4           0                0
met1     0.02045              262
met3    0.006818               90
met2     0.03291              289
met5           0                0
## path summary, 6_finish.rpt
path	startpoint	to	slack, ps	depth (start not counted)
setup / recovery	in[0]	out[0]	30	4
hold / removal	in[6]	out[6]	890	4
## power breakdown
| group | switching [W] | leakage, nW | internal, W |
|---|---|---|---|
| clock | 0 | 0 | 0 |
| sequential | 0 | 0 | 0 |
| combinational | 0.0000367 | 0.184 | 0.0000637 |
| total | 0.0000367 | 0.184 | 0.0000637 |
Power and IR drop assume default switching activity.
