===== ./run.sh =====
#!/bin/bash
# OpenROAD 26Q1-2900-gdf79404cd8, Yosys 0.63+post, stock flow scripts
make -C /OpenROAD-flow-scripts/flow DESIGN_CONFIG=/design/flow/config.mk WORK_HOME=/design/flow/orfs finish

===== ./config.mk =====
export PLATFORM = sky130hd
export DESIGN_NAME = sub
export DESIGN_NICKNAME = sub
export VERILOG_FILES = /design/flow/design.v
export SDC_FILE = /design/flow/constraint.sdc
export NUM_CORES = 4
export LEC_CHECK = 1
export CORE_AREA = 10 10 70 70
export DIE_AREA = 0 0 80 80
export SYNTH_HDL_FRONTEND = slang

===== ./constraint.sdc =====
current_design sub

set clk_period 6.5
set clk_io_pct 0.2

create_clock -name clk0 -period $clk_period

set non_clock_inputs [all_inputs -no_clocks]
set_input_delay [expr $clk_period * $clk_io_pct] -clock clk0 $non_clock_inputs
set_output_delay [expr $clk_period * $clk_io_pct] -clock clk0 [all_outputs]

===== ./design.v =====
timeunit 1ns;
timeprecision 1ps;
module sub #(
    parameter int WIDTH=8
) (
    input  logic signed [WIDTH-1:0] in1,
    input  logic signed [WIDTH-1:0] in2,
    output logic neg,
    output logic signed [WIDTH-1:0] out
);
    assign out = in2-in1;
    assign neg = (out<0) ? 1 : 0;
endmodule

==> impl_metrics.yaml <==
# implementation run metrics
setup_path:
  arrival_ps: 3520
  cpMostUsedCell: "clkdlybuf4s50_1"
  crit_required_ps: 5200
  cp_top_family: "buffers and inverters"
  critical_path.max_stage_delay_ps: 520
  critPathSlowestCell: "clkdlybuf4s50_1"
  start_kind: "primary input"
  crit_fanout: 5
  path_cells: "clkdlybuf4s50_1 > inv_1 > ha_1 > o211ai_2 > a21oi_2 > or3_1 > a31oi_1 > clkdlybuf4s50_1"
  crit_type: "primary input to output port"
  end_kind: "output port"
  worst-path-buf-inv: 3
global_route:
  overflow: 0
  grt_pass1_wl_um: 1856
  grt_max_degree: 6
  track_usage_pct: 3.377
  grt_pass1_vias: 416
  antenna_found_initial: 0
logic_synthesis:
  yosysChipArea_um2: 339.1
  synth-cells-yosys: 44
  synth_cell_types: 20
  synth_area_um2: 339.1
  synth.avg_cell_area_um2: 7.706
  yosys_warnings: 0
  netlist_instances: 44
  ys_seq_share_pct: 0
detailed_routing:
  diodes: 0
  drtAntennaViolNets: 0
  dr.pass1.iters: 2
  wl_um: 1038
  viasPerCell: 3.211
  drtIter0Drc: 3
  remaining_drc_errors: 0
  wire_per_inst_um: 9.105
  vias: 366
layout:
  most-common-layout-cells: "25 x clkdlybuf4s50_1, 9 x inv_1, 7 x ha_1, 5 x xnor2_1"
  drive_gt1_share_pct: 4.412
  areaGrowthSynthToFinish_pct: 88.56
  final_common_cell: "clkdlybuf4s50_1"
  flop_area_um2: 0
  logic_area_um2: 297.8
  nFlopsAndLatches: 0
  nClkBuffers: 0
  final_cells: 114
  nFillCells: 393
flow_run:
  cap_violations: 0
  tool_warnings: 32
cts:
  cts_resized: 0
  hold_buffers: 0
  cts_setup_buffers: 0
outcome:
  status: "finished, final reports clean"
min_path:
  hp-class: "primary input to output port"
sta:
  tightest_slew_ps: 218.7
  finalClockPeriodUsage_pct: 74.13
  fin_crit_ps: 4818
  slew_headroom_pct: 85.35
  hold_ws_ps: 3591
  report.final.slew_viol_count: 0
  setup_viol: 0
  finalHoldViolCount: 0
  rsz0062_at_grt: "false"
  timing.fmax_mhz: 207.5
  setup_tns_ps: 0
  fin_ws_ps: 1682
floorplanning:
  die_w_um: 80
  core_area_um2: 3416
  die_area_um2: 6400
  pin_count: 25
  fp-row-count: 21
  die_h_um: 80
  fp-utilization_pct: 9.927
pwr:
  leakage_uw: 0.0002815
  powerDensity_nw_per_um2: 92.03
  ir_drop_mv: 0.01390
place:
  io_buffers: 25
  gp_congestion: 0.8172
  dp_slack_ps: 1651
  dp.cells: 114
  hpwl_um: 1004
[final cells by class]
| type | instances | share of cell area [%] |
|---|---|---|
| multi-input cells | 34 | 46.58 |
| inverters | 9 | 5.284 |
| well taps | 46 | 9.002 |
| repair buffers | 25 | 39.14 |
[cells in the mapped netlist]
cell type  count  area [µm²]
fa_1           1       20.02
or2b_1         1       7.510
a311o_1        1       10.01
nor2_1         2       7.510
a21oi_2        1       8.760
buf_4          1       7.510
nand2b_1       1       6.260
a21o_1         3       22.52
xnor2_1        5       43.79
xor2_1         1       8.760
or3_1          1       6.260
o21ai_0        1       5.000
inv_1          9       33.78
a31oi_1        2       12.51
o21bai_1       1       7.510
o211ai_2       1       12.51
ha_1           7       87.58
a21oi_1        3       15.01
a21o_2         1       8.760
a211oi_1       1       7.510
[stage by stage]
step	util [%]	power (µW)	instance area (µm²)
floorplan	-	25.73	339.1
global placement	18.72	59.70	639.4
detailed placement	18.72	60.24	639.4
global route	18.72	65.87	639.4
finish	18.72	58.84	639.4
CTS	18.72	60.38	639.4
[power by group]
group	switching, µW	internal (µW)
sequential	0	0
combinational	19.2	39.6
clock	0	0
[metal layers]
layer / up-vias / track usage [%] / share of wire [%]
met5: - / 0 / 0
met4: 0 / 0 / 0
met3: 0 / 0.4545 / 3.1
met2: 2 / 7.223 / 67
met1: 165 / 3.446 / 30
li1: 199 / - / -
[worst paths after layout]
kind / start / to / slack (ps) / cells past startpoint
setup / recovery: in1[2] / neg / 1680 / 8
hold / removal: in2[0] / out[0] / 3590 / 5
[logic make-up (layout without fill, tap and decap cells)]
group | Yosys count | count (layout) | synth area share [%]
AOI/OAI and AO/OA | 15 | 15 | 32.47
buffers and inverters | 10 | 34 | 12.18
adders and majority gates | 8 | 8 | 31.73
xor gates and xnor gates | 6 | 6 | 15.50
and+or+nand+nor | 5 | 5 | 8.122
Power figures rest on the tool's default switching activity, not on a simulated workload.
